===== design.v =====
module AHB_slave_itfc(input Hclk,Hwrite,Hresetn,Hreadyin,
                       input [1:0]Htrans,input [31:0]Haddr,input [31:0]Hwdata,
                      output [1:0]Hresp,
		      output reg [31:0]Haddr1,Haddr2,Hwdata1,Hwdata2,
		      output reg [2:0]tempselx,
		      output reg Hwritereg,valid );
reg temp;
always@(*)
	begin
		valid = 1'b0;
		if(Hreadyin && (Htrans[1:0] == 2'b10 |Htrans[1:0] == 2'b11) && (Haddr[31:0] >= 32'h80000000 && Haddr[31:0] < 32'h8C000000)) 	 
		valid = 1'b1; 
		else valid = 1'b0;
	end
always@( Haddr )
	begin
		if (Haddr>=32'h80000000 && Haddr < 32'h84000000 ) tempselx = 3'b001;
		else if (Haddr>=32'h84000000 && Haddr < 32'h88000000 ) tempselx = 3'b010;
		else if (Haddr>=32'h88000000 && Haddr < 32'h8C000000 ) tempselx = 3'b100;
		else tempselx = 3'b000;
	end
always@(posedge Hclk or negedge Hresetn)
	begin 
		if(~Hresetn) begin
		Haddr1<=0;
		Haddr2<=0;
		Hwdata1<=0;
		Hwdata2<=0; 
		Hwritereg <=0;	end
		else begin
		Haddr1<=Haddr;
		Haddr2<=Haddr1;
		Hwdata1<=Hwdata;
		Hwdata2<=Hwdata1; 
		temp <= Hwrite;
		Hwritereg <= temp; end		
	end 
assign Hresp = 2'b00;
endmodule
module APB_Controller(input [31:0]Haddr,Haddr1,Haddr2,Hwdata,Hwdata1,Hwdata2,
		      input [2:0]tempselx,
		      input Hwritereg,valid,Hresetn,Hwrite,Hclk,
		      output reg Penable,Pwrite,Hreadyout,
		      output reg [2:0]Pselx,output reg [31:0]Pwdata,output reg  [31:0]Paddr,
			input [31:0]Prdata,
			output [31:0] Hrdata);
parameter ST_IDLE = 3'b000;
parameter ST_WWAIT = 3'b001;
parameter ST_READ = 3'b010;
parameter ST_WRITE = 3'b011;
parameter ST_WRITEP = 3'b100;
parameter ST_RENABLE = 3'b101;
parameter ST_WENABLE = 3'b110;
parameter ST_WENABLEP = 3'b111;
reg [2:0]present_state,next_state;
always@(posedge Hclk)
	begin
		present_state <= ST_IDLE;
	if(~Hresetn) 
		present_state <= ST_IDLE;
	else 
		present_state <= next_state;   	
	end
always@(*)
	begin
		case(present_state) 
		ST_IDLE :  begin if(~Hresetn && ~valid)
				next_state <= ST_IDLE;
			  else if(valid && Hwrite)
				next_state <= ST_WWAIT;
			  else if(valid&&~Hwrite) 
				next_state <= ST_READ;
			  else
				next_state <= ST_IDLE; end
		ST_WWAIT : begin if(valid)
				next_state <= ST_WRITEP;
			   else if (~valid)
				next_state <= ST_WRITE;
			   else next_state <= ST_IDLE; end
		ST_WRITE : begin if(valid)
				next_state <= ST_WENABLEP;
			   else if(~valid)
				next_state <= ST_WENABLE;
			   else next_state <= ST_IDLE; end
		ST_WRITEP : next_state <= ST_WENABLEP;
		ST_WENABLEP : begin if(valid && Hwritereg)
			 	next_state <= ST_WRITEP;
			      else if(Hwritereg && ~valid)
				next_state <= ST_WRITE;
			      else if (~Hwritereg)
				next_state <= ST_READ;
			      else 
				next_state <= ST_IDLE; end
		ST_READ :  next_state <= ST_RENABLE;
		ST_WENABLE : begin if(valid && ~Hwrite)
				next_state <= ST_READ;
			     else if(~valid)
				next_state <= ST_IDLE;
			     else if(valid&&Hwrite)
				next_state <= ST_WWAIT;
			     else next_state <= ST_IDLE; end
		ST_RENABLE : begin if(valid && ~Hwrite)
				next_state <= ST_READ;
			     else if(~valid)
				next_state <= ST_IDLE;
			     else if(valid && Hwrite)
				next_state <= ST_WWAIT; 
			     else next_state <= ST_IDLE; end
		default : next_state <= ST_IDLE;
endcase
end
reg Penable_temp,Hreadyout_temp,Pwrite_temp;
reg [2:0] Pselx_temp;
reg [31:0] Paddr_temp, Pwdata_temp;
always @(*)
 begin
   case(present_state)
	ST_IDLE: begin
			  if (valid && ~Hwrite) 
			   begin   
			        Paddr_temp = Haddr;
				Pwrite_temp = 0;
				Pselx_temp = tempselx;
				Penable_temp = 0;
				Hreadyout_temp = 0;
			   end
			  else if (valid && Hwrite)  
			   begin  
			        Pselx_temp = 0;
				Penable_temp = 0;
				Hreadyout_temp = 1;			   
			   end
			  else  
                            begin
			        Pselx_temp = 0;
				Penable_temp = 0;
				Hreadyout_temp = 1;	
			   end
		     end    
	ST_WWAIT:begin
			if (~valid)  
			   begin
			    	Paddr_temp = Haddr1;
				Pwdata_temp = Hwdata;
				Pwrite_temp = 1;
				Pselx_temp = tempselx;
				Penable_temp = 0;
				Hreadyout_temp = 0;
			   end
			else  
			   begin
			    	Paddr_temp = Haddr1;
				Pwrite_temp = 1;
				Pselx_temp = tempselx;
				Pwdata_temp = Hwdata;
				Penable_temp=0;
				Hreadyout_temp = 0;		   
			   end
		     end  
	ST_READ: begin  
			  Penable_temp = 1;
			  Hreadyout_temp = 1;
		     end
	ST_WRITE:begin
			if (~valid)  
			   begin
				Penable_temp = 1;
				Hreadyout_temp = 1;
			   end
			else 
			   begin  
				Penable_temp = 1;
				Hreadyout_temp = 1;		   
			   end
		     end
	ST_WRITEP:begin  
               		   Penable_temp = 1;
			   Hreadyout_temp = 1;
		      end
	ST_RENABLE:begin
	            if (valid && ~Hwrite) 
				 begin  
					Paddr_temp = Haddr;
					Pwrite_temp = 0;
					Pselx_temp = tempselx;
					Penable_temp=0;
					Hreadyout_temp=0;
				 end
			  else if (valid && Hwrite)
			    begin  
				Pselx_temp = 0;
				Penable_temp = 0;
				Hreadyout_temp = 1;			   
			    end
			  else
               		    begin  
			     Pselx_temp=0;
				 Penable_temp=0;
				 Hreadyout_temp=1;	
			    end
		       end
	ST_WENABLEP:begin
                 if (valid && Hwritereg) 
			      begin  
			      	   Paddr_temp = Haddr2;
				   Pwdata_temp = Hwdata;				
				   Pwrite_temp = 1;
				   Pselx_temp = tempselx;
				   Penable_temp = 0;
				   Hreadyout_temp=0;
				end
			    else if(~valid && Hwritereg)
			     begin  
			      	  Paddr_temp = Haddr2;
				  Pwrite_temp = 1;
				  Pselx_temp = tempselx;
				  Pwdata_temp = Hwdata;
				  Penable_temp = 0;
				  Hreadyout_temp = 0;		   
			     end
			   else if(~Hwritereg)
			    begin  
				Hreadyout_temp = 1;
				Paddr_temp = Haddr;
				Pwrite_temp = 0;
				Pselx_temp = tempselx;
				Penable_temp = 1;
		 	    end
		        end
	ST_WENABLE :begin
			if (valid && Hwrite)
				begin  
				   Pselx_temp = 0;
				   Penable_temp = 0;
				   Hreadyout_temp = 1;	
				end
			else if (valid && ~Hwrite)
				begin  
				   Hreadyout_temp = 1;
				   Paddr_temp = Haddr;
				   Pwrite_temp = 0;
				   Pselx_temp = tempselx;
				   Penable_temp = 1;
				end
			else if (~valid)  
			      begin
				   Pselx_temp = 0;
				   Penable_temp = 0;
				   Hreadyout_temp = 1;
				end
		        end
		default :  begin
				   Pselx_temp = 0;
				   Penable_temp = 0;
				   Hreadyout_temp = 1;
				end
endcase
end
always@(posedge Hclk)
begin
	Paddr <= Paddr_temp;
	Penable <= Penable_temp;
	Hreadyout <= Hreadyout_temp;
	Pselx <= Pselx_temp;
	Pwdata <= Pwdata_temp; 
	Pwrite <= Pwrite_temp;
end
assign Hrdata = Prdata;
endmodule 
module AHB_to_APB_top_ad(input Hclk,Hwrite,Hresetn,Hreadyin,
input[1:0]Htrans,input [31:0]Haddr, input[31:0]Hwdata,input [31:0]Prdata,
		  output [31:0]Hrdata,output[1:0]Hresp,
		  output Penable,Pwrite,Hreadyout,
		  output [2:0]Pselx,output [31:0]Pwdata,Paddr);
wire [31:0]Haddr1_w,Haddr2_w,Hwdata1_w,Hwdata2_w;
wire [2:0]tempselx_w;
wire Hwritereg_w,valid_w;
AHB_slave_itfc sb1(Hclk,Hwrite,Hresetn,Hreadyin,
                      Htrans,Haddr,Hwdata,
                      Hresp,Haddr1_w,Haddr2_w,Hwdata1_w,Hwdata2_w,
		      tempselx_w,Hwritereg_w,valid_w);
APB_Controller sb2(Haddr,Haddr1_w,Haddr2_w,Hwdata,Hwdata1_w,Hwdata2_w,
		   tempselx_w,
		     Hwritereg_w,valid_w,Hresetn,Hwrite,Hclk,
		     Penable,Pwrite,Hreadyout,
		     Pselx,Pwdata,Paddr,Prdata,Hrdata);
endmodule 

===== run.sh =====
#!/bin/bash
# OpenROAD 26Q1-2900-gdf79404cd8, Yosys 0.63+post, stock flow scripts
make -C /OpenROAD-flow-scripts/flow DESIGN_CONFIG=/design/flow/config.mk WORK_HOME=/design/flow/orfs finish

===== config.mk =====
export PLATFORM = sky130hd
export DESIGN_NAME = AHB_to_APB_top_ad
export DESIGN_NICKNAME = AHB_to_APB_top_ad
export VERILOG_FILES = /design/flow/design.v
export SDC_FILE = /design/flow/constraint.sdc
export NUM_CORES = 4
export LEC_CHECK = 1
export CORE_UTILIZATION = 30

===== constraint.sdc =====
current_design AHB_to_APB_top_ad

set clk_period 2.0
set clk_io_pct 0.2

create_clock -name clk0 -period $clk_period [get_ports {Hclk}]

set non_clock_inputs [all_inputs -no_clocks]
set_input_delay [expr $clk_period * $clk_io_pct] -clock clk0 $non_clock_inputs
set_output_delay [expr $clk_period * $clk_io_pct] -clock clk0 [all_outputs]

==> impl_metrics.env <==
# implementation run metrics
export IMPL_drt_wl_total_mm=11.1
export IMPL_hp_class="input port to async pin"
export IMPL_clk_latency_ns=0.41
export IMPL_fmax_mhz=515
export IMPL_stdcell_count=730
export IMPL_num_rows=48
export IMPL_maxUsedRoutingLayer="met4"
export IMPL_clk_transition_reported_paths_ns=0.06
export IMPL_end_kind="flip-flop"
export IMPL_areaGrowthSynthToFinish_pct=41.4
export IMPL_die_h_microns=134
export IMPL_grt_remaining_overflow=0
export IMPL_finalHoldViolations=0
export IMPL_tns_ns=0
export IMPL_rsz0062_at_grt="no"
export IMPL_grt_pass1_vias=3222
export IMPL_wl_met3_mm=1.43
export IMPL_netlist_area_sq_um=5250
export IMPL_status="finished, final reports clean"
export IMPL_grtUsageTotal=0.128
export IMPL_ant_nets=0
export IMPL_htreeDepth=4
export IMPL_crit_type="input port to flip-flop"
export IMPL_fill_cells=1543
export IMPL_post_route_period_util=0.971
export IMPL_unclocked_pins=70
export IMPL_tritoncts="yes"
export IMPL_reg2reg_from="sb2.present_state[7]$_DFF_P_"
export IMPL_critPathRequiredTime_ns=2.36
export IMPL_fin_util=0.432
export IMPL_avgSynthCellArea_sq_um=14.5
export IMPL_clock_skew_ns=0.00644
export IMPL_cts_buffers=17
export IMPL_grt_pass1_wl_mm=17.1
export IMPL_worst_r2r_cell_count=4
export IMPL_worst_path_max_fanout=4
export IMPL_core_sq_um=17200
export IMPL_peakVddDrop_v=0.000628
export IMPL_io_buffers=138
export IMPL_routabilityCongestion=0.794
export IMPL_wl_per_cell_microns=15.2
export IMPL_relSlewSlack=0.323
export IMPL_most_common_layout_cells="clkdlybuf4s50_1, dfxtp_1, dlxtn_1, dfrtp_1, inv_1"
export IMPL_dieArea_sq_um=18000
export IMPL_viasPerCell=4.36
export IMPL_yosysCellCount=363
export IMPL_critical_path_slowest_cell="or4b_4"
export IMPL_fp_utilization=0.306
export IMPL_met2_length_mm=4.84
export IMPL_syn_inst=363
export IMPL_arrival_ns=2.30
export IMPL_pin_count=206
export IMPL_first_pass_iters=7
export IMPL_tightest_slew_ns=1.01
export IMPL_cts_root_buffer="clkbuf_16"
export IMPL_vias=3185
export IMPL_dpl_cell_count=695
export IMPL_setup_viol=0
export IMPL_start_kind="input port"
export IMPL_diodes=0
export IMPL_drc=0
export IMPL_drive_gt1_frac=0.107
export IMPL_yosysChipArea_sq_um=5250
export IMPL_finalMaxSlewViolations=0
export IMPL_maxCapViolations=0
export IMPL_crit_chain="clkdlybuf4s50_1 -> or4b_4 -> a2111oi_4 -> a211o_1 -> dlxtn_1"
export IMPL_drtIter0Drc=201
export IMPL_synth_cell_type_count=30
export IMPL_die_x_microns=134
export IMPL_ys_warnings_count=2
export IMPL_cp_startpoint="Haddr[28]"
export IMPL_r2r_slack_ns=0.24
export IMPL_ys_seq_elements=214
export IMPL_warnings=26
export IMPL_wl_met1_mm=4.58
export IMPL_place_hpwl_mm=7.00
export IMPL_power_density_nw_per_um2=904
export IMPL_clock_path_buffers=2
export IMPL_critPathBufInv=1
export IMPL_timing_rr_end="sb2.Hreadyout$_DFF_P_"
export IMPL_grt_max_degree=44
export IMPL_layout_cells_most_common="clkdlybuf4s50_1"
export IMPL_period_minus_slack_ns=1.94
export IMPL_untimed_endpoints=138
export IMPL_crit_family="simple AND/OR/NAND/NOR gates"
export IMPL_antenna_found_initial=0
export IMPL_cellLeakagePower_nw=3.33
export IMPL_cp_slowest_stage_delay_ns=0.61
## stage by stage
step / setup slack (ns) / instance area (sq um) / power (mW) / hold WS (ns)
finish: 0.0585 / 7430 / 6.71 / 0.177
global route: 0.00121 / 7430 / 7.00 / 0.230
detailed placement: -0.569 / 6730 / 3.61 / 0.340
CTS: 0.0549 / 7390 / 6.81 / 0.197
floorplan: 0.133 / 5270 / 3.29 / 0.104
global placement: -0.549 / 6730 / 3.61 / 0.332
## routing by layer
| metal | up-vias | global-route usage |
|---|---|---|
| li1 | 1452 | - |
| met1 | 1542 | 0.168 |
| met2 | 168 | 0.191 |
| met3 | 23 | 0.0725 |
| met4 | 0 | 0.0237 |
| met5 | - | 0 |
## final cells by class
class                      instances  area (sq um)  area share
tap                              225           282      0.0379
inverter                          33           124      0.0167
clock buffer                      24           556      0.0748
timing repair buffer             151          1480       0.199
sequential                       214          4270       0.575
clock inverter                     8          60.1     0.00809
multi-input combinational         75           658      0.0886
## sequential cells by signal, indices dropped and copies added (netlist names)
signal,cells
sb1.Haddr1,32
sb1.Haddr2,32
sb1.Hwritereg,1
sb1.temp,1
sb2.Hreadyout,1
sb2.Hreadyout_temp,1
sb2.Paddr,32
sb2.Paddr_temp,32
sb2.Penable,1
sb2.Penable_temp,1
sb2.Pselx,3
sb2.Pselx_temp,3
sb2.Pwdata,32
sb2.Pwdata_temp,32
sb2.Pwrite,1
sb2.Pwrite_temp,1
sb2.present_state,8
## synthesized netlist by cell type, drive strengths merged
| master | instances | share of area |
|---|---|---|
| a222oi | 32 | 0.061 |
| nand2 | 6 | 0.0043 |
| a21oi | 1 | 0.00095 |
| a2111oi | 1 | 0.0029 |
| conb | 1 | 0.00071 |
| or2 | 1 | 0.0012 |
| dfxtp | 78 | 0.30 |
| mux2i | 1 | 0.0019 |
| nor2b | 1 | 0.0012 |
| inv | 33 | 0.024 |
| nor4b | 2 | 0.0033 |
| or4b | 1 | 0.0019 |
| clkbuf | 12 | 0.0086 |
| nor4 | 1 | 0.0012 |
| a211oi | 1 | 0.0014 |
| o21bai | 1 | 0.0014 |
| a211o | 2 | 0.0033 |
| dlxtn | 70 | 0.20 |
| nor2 | 4 | 0.0029 |
| buf | 35 | 0.050 |
| edfxtp | 1 | 0.0057 |
| o41ai | 1 | 0.0031 |
| dfrtp | 65 | 0.31 |
| and2 | 2 | 0.0024 |
| nor3 | 5 | 0.0048 |
| or3 | 1 | 0.0012 |
| o21ai | 3 | 0.0029 |
| and4b | 1 | 0.0019 |
## report_power, final
part           switching (mW)  total [mW]  internal, mW
logic                   0.109       0.369         0.259
registers              0.0653        3.19          3.13
clock network            1.20        3.15          1.95
total                    1.37        6.71          5.34
## kinds of logic (layout without fill, tap and decap cells)
logic type             count (synthesis)  count (layout)  share of synthesized area
latches                               70              70                      0.200
flip-flops                           144             144                      0.613
AND/OR/NAND/NOR                       25              25                     0.0262
buffers and inverters                 80             216                     0.0817
multiplexers                           1               4                    0.00191
other                                  1               4                   0.000714
AND-OR/OR-AND                         42              42                     0.0769
## worst max-delay path by stage
| stage | cells past startpoint | to |
|---|---|---|
| finish | 5 | sb2.Penable$_DFF_P_ |
| global route | 5 | sb2.Penable$_DFF_P_ |
| CTS | 5 | sb2.Penable$_DFF_P_ |
## repair_timing
item | 4_1_cts | 5_1_grt
hold endpoints to repair | 22 | 0
hold buffers | 1 | 0
pin swaps | 0 | 0
cloned | 1 | 2
endpoints found under the setup margin | 2 | 1
setup buffers | 0 | 0
gates resized | 2 | 2
Power figures rest on the tool's default switching activity, not on a simulated workload.
